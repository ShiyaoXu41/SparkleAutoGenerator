--- flow/constraint.sdc ---
current_design buff_MK

set clk_period 17.3
set clk_io_pct 0.2

create_clock -name clk0 -period $clk_period [get_ports {clk}]

set non_clock_inputs [all_inputs -no_clocks]
set_input_delay [expr $clk_period * $clk_io_pct] -clock clk0 $non_clock_inputs
set_output_delay [expr $clk_period * $clk_io_pct] -clock clk0 [all_outputs]
--- flow/run.sh ---
#!/bin/bash
# OpenROAD 26Q1-2900-gdf79404cd8, Yosys 0.63+post, stock flow scripts
make -C /OpenROAD-flow-scripts/flow DESIGN_CONFIG=/design/flow/config.mk WORK_HOME=/design/flow/orfs finish
--- flow/design.v ---
module buff_MK # (
    parameter                                                           NUM_PEGS        = 8,
    parameter                                                           LOG2_PEGS       = 3,
    parameter                                                           NUM_PES         = 8,
    parameter                                                           LOG2_PES        = 3,
    parameter                                                           DATA_TYPE       = 8,
    parameter                                                           PARA_BLOCKS     = 5,
    parameter                                                           LOG2_PARA_BLOCKS= 3)(
    input                                                               clk,
    input                                                               rst,
    input               [20 : 0]                                        M_DIM,   
    input               [DATA_TYPE * NUM_PES - 1 : 0]                   i_fifo_MK_data_out,
    input               [LOG2_PES * NUM_PES - 1 : 0]                    i_fifo_dest_out,
    input               [LOG2_PEGS * NUM_PES - 1 : 0]                   i_fifo_vn_out,
    input               [1 : 0]                                         i_fifo_flag_out,
    input                                                               i_fifo_MK_empty,
    input                                                               data_source,
    output      reg                                                     MK_data_valid,               
    output                                                              fifo_MK_rd_en,
    output      reg     [LOG2_PARA_BLOCKS : 0]                          o_block_counter,
    output      reg     [LOG2_PEGS * (PARA_BLOCKS + 1) - 1: 0]          o_peg_num_counter,
    output      reg     [1 : 0]                                         o_backup_fifo_ena,
    output      reg     [NUM_PEGS * NUM_PES * DATA_TYPE -1 : 0]         o_MK_data_bus,              
	output      reg     [NUM_PEGS * NUM_PES * LOG2_PES -1 : 0]          o_MK_dest_bus,              
	output      reg     [NUM_PEGS * NUM_PES * LOG2_PEGS -1 : 0]         o_MK_vn_bus,                
    output      reg     [NUM_PEGS -1 : 0]                               o_MK_add_bus,
    output      reg     [NUM_PEGS * LOG2_PEGS - 1 : 0]                  o_MK_block_vn,               
    output      reg     [1 : 0]                                         o_MK_accum_ena
    );
    reg                                                 block_overflow;
    assign fifo_MK_rd_en = !(MK_data_valid | block_overflow);
    reg     [LOG2_PARA_BLOCKS : 0]                      block_counter;
    reg     [LOG2_PEGS * (PARA_BLOCKS + 1) - 1: 0]      peg_num_counter;
    reg     [1 : 0]                                     backup_fifo_ena;
    reg     [LOG2_PEGS-1 : 0]                           MK_counter;
    reg     [10 : 0]                                    MK_block_row_counter;
    wire    [LOG2_PEGS-1 : 0]                           w_block_vn;
    assign  w_block_vn  =   MK_block_row_counter % NUM_PEGS;
    wire    read_MK,    get_MK,     fill_MK;
    assign  read_MK =   data_source     &&  MK_data_valid;
    assign  get_MK  =   fifo_MK_rd_en   &&  !i_fifo_MK_empty;
    assign  fill_MK =   !MK_data_valid  &&  block_overflow;
    wire    block_counter_ena,      MK_block_row_counter_ena,   MK_counter_ena;
    assign  block_counter_ena           =   (block_counter < PARA_BLOCKS + backup_fifo_ena[1] - 1) ? 1'b1 : 1'b0;
    assign  MK_block_row_counter_ena    =   (MK_block_row_counter == M_DIM / NUM_PEGS - 1) ? 1'b1 : 1'b0;
    assign  MK_counter_ena              =   (MK_counter == NUM_PEGS - 1) ? 1'b1 : 1'b0;
    always @(posedge clk) begin
        if(rst) begin
            MK_data_valid   <=  1'b0;
        end else begin
            if((get_MK | fill_MK) & MK_counter_ena) begin
                MK_data_valid   <=  1'b1;
            end else if(read_MK | ((get_MK | fill_MK) & !MK_counter_ena)) begin
                MK_data_valid   <=  1'b0;
            end else begin    
                MK_data_valid   <=  MK_data_valid;
            end
        end
    end
    always @(posedge clk) begin
        if(rst) begin
            block_overflow          <=  1'b0;
        end else begin
            if( read_MK | (get_MK & i_fifo_flag_out[1] & block_counter_ena & (!i_fifo_flag_out[0] | (i_fifo_flag_out[0] & !MK_block_row_counter_ena))) ) begin
                block_overflow          <=  1'b0;
            end else if( get_MK & i_fifo_flag_out[1] & (!block_counter_ena | (i_fifo_flag_out[0] & MK_block_row_counter_ena)) ) begin
                block_overflow          <=  1'b1;
            end else begin
                block_overflow          <=  block_overflow;
            end
        end
    end
    genvar i;
    generate
        for(i = 0; i < PARA_BLOCKS+1; i = i + 1) begin: peg_num_counter_gen
            always @(posedge clk) begin
                if(rst) begin
                    peg_num_counter[i*LOG2_PEGS +: LOG2_PEGS]   <=  NUM_PEGS - 1;
                end else begin
                    if(read_MK) begin
                        peg_num_counter[i*LOG2_PEGS +: LOG2_PEGS]   <=  NUM_PEGS - 1;
                    end else if(get_MK & i_fifo_flag_out[1] & (!i_fifo_flag_out[0] | (i_fifo_flag_out[0] & !MK_block_row_counter_ena)) & (block_counter == i)) begin
                        peg_num_counter[i*LOG2_PEGS +: LOG2_PEGS]   <=  MK_counter;
                    end else begin
                        peg_num_counter[i*LOG2_PEGS +: LOG2_PEGS]   <=  peg_num_counter[i*LOG2_PEGS +: LOG2_PEGS];
                    end
                end
                end
        end
    endgenerate
    always @(posedge clk) begin
        if(rst) begin
            block_counter   <=  'd0;
        end else begin
            if(read_MK) begin
                block_counter   <=  'd0;
            end else if( get_MK & i_fifo_flag_out[1] & block_counter_ena & !MK_counter_ena & (!i_fifo_flag_out[0] | (i_fifo_flag_out[0] & !MK_block_row_counter_ena)) )begin
                block_counter   <=  block_counter + 1'b1;
            end else begin
                block_counter   <=  block_counter;
            end
        end
    end
    always @(posedge clk) begin
        if(rst) begin
            backup_fifo_ena     <=  2'b00;
        end else begin
            if(read_MK) begin
                backup_fifo_ena     <=  {backup_fifo_ena[0], 1'b0};
            end else if(MK_counter_ena & ((get_MK & i_fifo_flag_out[1]) | fill_MK)) begin
                backup_fifo_ena     <=  {backup_fifo_ena[1], 1'b0};
            end else if(MK_counter_ena & get_MK & !i_fifo_flag_out[1]) begin
                backup_fifo_ena     <=  {backup_fifo_ena[1], 1'b1};
            end else begin     
                backup_fifo_ena     <=  backup_fifo_ena;
            end
        end
    end
    always @(posedge clk) begin
        if(rst) begin
            MK_counter      <=  'd0;
        end else begin
            if(read_MK) begin
                MK_counter      <=  'd0;
            end else if(get_MK | fill_MK) begin
                MK_counter      <=  MK_counter + 1'b1;
            end else begin
                MK_counter      <=  MK_counter;
            end
        end
    end
    always @(posedge clk) begin
        if(rst) begin
            MK_block_row_counter    <=  'd0;
        end else begin
            if(get_MK & i_fifo_flag_out == 2'b11) begin
                if(MK_block_row_counter_ena) begin
                    MK_block_row_counter <= 'd0;
                end else begin
                    MK_block_row_counter <= MK_block_row_counter + 1'b1;
                end
            end else begin
                MK_block_row_counter    <=  MK_block_row_counter;
            end
        end
    end
    generate
        for(i = 0; i < PARA_BLOCKS+1; i = i + 1) begin: o_peg_num_counter_gen
            always @(posedge clk) begin
                if(rst) begin
                    o_peg_num_counter[i*LOG2_PEGS +: LOG2_PEGS]   <=  NUM_PEGS - 1;
                end else begin
                    if(read_MK) begin
                        o_peg_num_counter[i*LOG2_PEGS +: LOG2_PEGS]   <=  peg_num_counter[i*LOG2_PEGS +: LOG2_PEGS];
                    end else begin
                        o_peg_num_counter[i*LOG2_PEGS +: LOG2_PEGS]   <=  o_peg_num_counter[i*LOG2_PEGS +: LOG2_PEGS];
                    end
                end
            end
        end
    endgenerate
    always @(posedge clk) begin
        if(rst) begin
            o_block_counter     <=  'd0;
            o_backup_fifo_ena   <=  'd0;
        end else begin
            if(read_MK) begin
                o_block_counter     <=  block_counter;
                o_backup_fifo_ena   <=  backup_fifo_ena;
            end else begin
                o_block_counter     <=  o_block_counter;
                o_backup_fifo_ena   <=  o_backup_fifo_ena;
            end
        end
    end
    wire    w_add_bit;
    assign  w_add_bit = (i_fifo_flag_out == 2'b01) ? 1'b1 : 1'b0;
    always @(posedge clk) begin
        if(rst) begin
            o_MK_data_bus   <= 'd0;
            o_MK_dest_bus   <= 'd0;
            o_MK_vn_bus     <= 'd0;
            o_MK_add_bus    <= 'd0;
        end else begin
            if(get_MK) begin
                o_MK_data_bus[MK_counter*(NUM_PES*DATA_TYPE) +: (NUM_PES*DATA_TYPE)]    <=  i_fifo_MK_data_out;
                o_MK_dest_bus[MK_counter*(NUM_PES*LOG2_PES) +: (NUM_PES*LOG2_PES)]      <=  i_fifo_dest_out;
                o_MK_vn_bus[MK_counter*(NUM_PES*LOG2_PEGS) +: (NUM_PES*LOG2_PEGS)]      <=  i_fifo_vn_out;
                o_MK_add_bus[MK_counter]    <=  (MK_counter_ena) ? 1'b0 : w_add_bit;
            end else if(fill_MK) begin
                o_MK_data_bus[MK_counter*(NUM_PES*DATA_TYPE) +: (NUM_PES*DATA_TYPE)]    <=  'd0;
                o_MK_dest_bus[MK_counter*(NUM_PES*LOG2_PES) +: (NUM_PES*LOG2_PES)]      <=  'd0;
                o_MK_vn_bus[MK_counter*(NUM_PES*LOG2_PEGS) +: (NUM_PES*LOG2_PEGS)]      <=  'd0;
                o_MK_add_bus[MK_counter]                                                <=  1'b0;
            end else begin
                o_MK_data_bus   <=  o_MK_data_bus;
                o_MK_dest_bus   <=  o_MK_dest_bus;
                o_MK_vn_bus     <=  o_MK_vn_bus;
                o_MK_add_bus    <=  o_MK_add_bus;
            end
        end
    end
    always @(posedge clk) begin
        if(rst) begin
            o_MK_block_vn             <=  'd0;
        end else begin
            if(get_MK) begin
                o_MK_block_vn[MK_counter*LOG2_PEGS +: LOG2_PEGS] <=  w_block_vn;
            end else if(fill_MK) begin
                o_MK_block_vn[MK_counter*LOG2_PEGS +: LOG2_PEGS] <=  o_MK_block_vn[(MK_counter-1)*LOG2_PEGS +: LOG2_PEGS];
            end else begin
                o_MK_block_vn             <=  o_MK_block_vn;
            end
        end
    end
    reg                 fill_MK_ff;
    reg     [1 : 0]     r_fifo_flag_out_ff;
    always @(posedge clk) begin
        if(rst) begin
            fill_MK_ff  <= 1'b0;
            r_fifo_flag_out_ff <= 'd0;
        end else begin
            fill_MK_ff  <=  fill_MK;
            r_fifo_flag_out_ff  <=  i_fifo_flag_out;
        end
    end
    always @(posedge clk) begin
        if(rst) begin
            o_MK_accum_ena          <=  'd0;
        end else begin
            if(get_MK & MK_counter_ena) begin
                if(i_fifo_flag_out == 2'b11) begin
                    o_MK_accum_ena <= {1'b0, o_MK_accum_ena[1]};
                end else begin
                    o_MK_accum_ena <= {1'b1, o_MK_accum_ena[1]};
                end
            end else if(!fill_MK_ff & fill_MK) begin
                if(r_fifo_flag_out_ff == 2'b11) begin
                    o_MK_accum_ena <= {1'b0, o_MK_accum_ena[1]};
                end else begin
                    o_MK_accum_ena <= {1'b1, o_MK_accum_ena[1]};
                end
            end else begin
                o_MK_accum_ena      <=  o_MK_accum_ena;
            end
        end
    end
endmodule
--- flow/config.mk ---
export PLATFORM = sky130hd
export DESIGN_NAME = buff_MK
export DESIGN_NICKNAME = buff_MK
export VERILOG_FILES = /design/flow/design.v
export SDC_FILE = /design/flow/constraint.sdc
export NUM_CORES = 4
export LEC_CHECK = 1
export CORE_AREA = 10 10 472 472
export DIE_AREA = 0 0 482 482
==> out/qor.yml <==
peakVddDrop_v: 0.0000782
grt_pass1_wl_um: 314000
period_needed_ps: 7400
worst_hold_path.endpoint: "o_MK_vn_bus[92]$_SDFFE_PP0N_"
ys_warn_count: 1
hold_viol: 0
portBuffers: 1091
critPathBufInv: 4
synth.avg_cell_area_um2: 9.00
setup_viol: 0
post-cts-setup-buffers: 0
ys_cells: 4368
cts_tree: "done"
critical-path-top-delay-family: "simple AND/OR/NAND/NOR gates"
antenna_found_initial: 14
clk_root_buffer_cell: "clkbuf_16"
postPlaceCellArea_um2: 53300
grt_max_degree: 140
via_per_inst: 4.97
combGateArea_um2: 17600
syn_to_final_growth_pct: 45.5
ys.flops: 997
wire_per_inst_um: 28.2
holdCritStartpoint: "o_MK_vn_bus[92]$_SDFFE_PP0N_"
cts_buffers: 111
pin_count: 1095
cap_violations: 0
drc: 0
layout_top_cells: "1090 x clkdlybuf4s50_1, 995 x dfxtp_1, 967 x nor2_1, 476 x a32oi_1, 274 x a22oi_1"
cp.required_ps: 18010
path_max_fanout: 23
cp_slowest_cell: "nor2_1"
finalCritPeriodShare: 0.428
fmax_mhz: 135
hpwl_um: 170000
worstRegToRegCells: 11
cts_num_sinks: 997
first_iter_violations: 4103
fillers: 22200
rows: 169
drt_wl_total_um: 231000
gp_congestion: 0.960
p_leak_uw: 0.0193
fin_worst_skew_ps: 57.7
cellPowerDensity_nw_per_um2: 100
yosysChipArea_um2: 39300
grt_pass1_vias: 38700
status: "complete, no violations"
yosys_most_used_dff: "dfxtp_1"
cpPeakStageDelay_ps: 930
cts_buffer_depth: 3
worstSetupPathType: "input port to register"
antenna_left: 0
r2r_slack_ps: 11000
hold_depth: 2
hold_path.class: "register to register"
synthArstFlopShare: 0
worst_hold_slack_ps: 455
worst_pin_slew_ps: 984
drive_gt1_frac: 0.0781
critPathMostFrequentCell: "buf_4"
r2r_end: "o_MK_dest_bus[36]$_SDFFE_PP0N_"
rsz0062_at_grt: "no"
vias: 40700
mappedNetlistArea_um2: 39300
tns_ps: 0
cts_max_level: 3
die_w_um: 482
cts_hold_buf: 0
crit_chain: "clkdlybuf4s50_1 -> or3_1 -> buf_4 -> a41oi_2 -> buf_4 -> and3_1 -> buf_4 -> nand2_1 -> nor2_1 -> a32o_1"
lay_top_count: "clkdlybuf4s50_1"
cp-end-kind: "register"
yosysSeqAreaShare: 0.508
drv_slew: 0
grt_util_all_layers: 0.191
clk_pin_slew_worst_paths_ps: 60
overflow: 0
yosysUniqueCellTypes: 79
clk_latency_ps: 780
syn_inst: 4368
initCoreUtil: 0.185
coreArea_um2: 212000
tool_warnings: 50
reg2reg_from: "MK_counter[0]$_SDFFE_PP0N_"
design_area_um2: 57200
relSlewSlack: 0.341
dr.pass1.iters: 6
seq_area_um2: 20000
start_kind: "input port"
arrival_ps: 8100
dieArea_um2: 232000
die_y_um: 482
cts_resized: 0
edf_count: 0
==> cells in the mapped netlist (all sizes together), types with 35 or more instances <==
master | instances | area share
dfxtp | 997 | 0.51
nor2 | 972 | 0.093
a32oi | 476 | 0.11
clkbuf | 404 | 0.041
a22oi | 274 | 0.052
nand2 | 266 | 0.025
a21oi | 143 | 0.018
o21ai | 86 | 0.011
nand3 | 75 | 0.0095
a22o | 59 | 0.013
mux2i | 56 | 0.014
buf | 55 | 0.0059
a2bb2oi | 48 | 0.011
o22ai | 41 | 0.0065
nor3 | 37 | 0.0053
mux2 | 35 | 0.010
==> power breakdown <==
group          internal (µW)  switching [µW]
registers               2330            31.4
clock network           1490            1060
logic                    240             582
==> cells by family after synthesis <==
kind of cell	Yosys count	share of synthesized area
AND-OR/OR-AND	1252	0.245
XOR/XNOR	30	0.00688
adder cells (fa/ha/maj)	25	0.00853
buffers and inverters	492	0.0495
flip-flops	997	0.508
multiplexers	96	0.0272
AND/OR/NAND/NOR	1476	0.155
==> worst max-delay path by stage <==
stage / startpoint / to / slack (ps) / cells past startpoint
CTS: i_fifo_MK_empty / o_MK_dest_bus[36]$_SDFFE_PP0N_ / 10180 / 10
global route: i_fifo_MK_empty / o_MK_data_bus[130]$_SDFFE_PP0N_ / 9930 / 9
finish: i_fifo_MK_empty / o_MK_dest_bus[36]$_SDFFE_PP0N_ / 9900 / 10
==> worst reg2reg max path, delay by kind of cell, from the launching register on <==
kind	cells	cell delay, ps
buf+inv	2	520
xor+xnor	1	470
compound gates	1	280
fa+ha+maj	3	1760
simple gates	4	2570
flops	1	680
==> final cells by class <==
class	instances	share of cell area
clock buffers	156	0.0556
clock inverters	52	0.0130
inverters	33	0.00217
diodes	6	0.000262
flip-flops and latches	997	0.349
well taps	2821	0.0617
repair buffers	1233	0.210
multi-input cells	2879	0.308
==> layer usage <==
metal,global-route usage,vias up,part of all wire
li1,-,17900,-
met1,0.232,19800,0.37
met2,0.303,2459,0.46
met3,0.0700,494,0.11
met4,0.0851,12,0.055
met5,0.00184,-,0.00045
==> state kept, by name, indices dropped and copies added, names as in the netlist, 8 cells and up <==
name	count
o_MK_add_bus	8
o_peg_num_counter	18
MK_block_row_counter	11
o_MK_block_vn	24
o_MK_vn_bus	192
o_MK_dest_bus	192
o_MK_data_bus	512
peg_num_counter	18
==> through the flow <==
step | utilization | cells | power [µW] | worst slack [ps]
floorplan | - | 4368 | 2800 | 11390
global placement | 0.251 | 7963 | 3220 | 9370
CTS | 0.269 | 8171 | 5780 | 10180
global route | 0.269 | 8175 | 5920 | 9930
detailed placement | 0.251 | 7963 | 3220 | 9340
finish | 0.269 | 8177 | 5730 | 9900
Power is estimated from default activity; no workload was simulated.
