--- /design/flow/design.v ---
module xbar # (
	parameter DATA_TYPE = 8,
	parameter NUM_PES = 32,
	parameter INPUT_BW = 32,
	parameter LOG2_PES = 5) (
	clk,
	rst,
	i_data_bus,  
	i_mux_bus,  
	o_dist_bus  
);
	input clk;
	input rst;
	input [INPUT_BW * DATA_TYPE -1 : 0] i_data_bus;
	input [LOG2_PES * NUM_PES -1 : 0] i_mux_bus;
	output reg [NUM_PES * DATA_TYPE -1 : 0] o_dist_bus;
	wire [NUM_PES * DATA_TYPE -1 : 0] w_dist_bus;
	genvar i;
	generate
		for (i=0; i < NUM_PES; i=i+1) begin : gen_out
			mux # (
				.DATA_TYPE(DATA_TYPE),
				.INPUT_BW(INPUT_BW),
				.SEL_SIZE(LOG2_PES)) my_mux (
				.clk(clk),
				.rst(rst),
				.i_data_bus(i_data_bus),
				.i_mux_sel(i_mux_bus[i*LOG2_PES+:LOG2_PES]),
				.o_dist(w_dist_bus[i*DATA_TYPE+:DATA_TYPE])
			);
		end
	endgenerate
	always @ (posedge clk) begin
		o_dist_bus = w_dist_bus;
	end
endmodule
module mux # (
	parameter DATA_TYPE = 8,
	parameter INPUT_BW = 32,
	parameter SEL_SIZE = 5) (
	clk,
	rst,
	i_data_bus,
	i_mux_sel,
	o_dist
);
	input clk;
	input rst;
	input [INPUT_BW*DATA_TYPE-1 : 0] i_data_bus;
	input [SEL_SIZE-1 : 0] i_mux_sel;
	output reg [DATA_TYPE-1 : 0] o_dist;
	always @ (*) begin
		o_dist = i_data_bus[i_mux_sel*DATA_TYPE+:DATA_TYPE];
	end
endmodule
--- /design/flow/constraint.sdc ---
current_design xbar

set clk_period 2.4
set clk_io_pct 0.2

create_clock -name clk0 -period $clk_period [get_ports {clk}]

set non_clock_inputs [all_inputs -no_clocks]
set_input_delay [expr $clk_period * $clk_io_pct] -clock clk0 $non_clock_inputs
set_output_delay [expr $clk_period * $clk_io_pct] -clock clk0 [all_outputs]
--- /design/flow/run.sh ---
#!/bin/bash
# OpenROAD 26Q1-2900-gdf79404cd8, Yosys 0.63+post, stock flow scripts
make -C /OpenROAD-flow-scripts/flow DESIGN_CONFIG=/design/flow/config.mk WORK_HOME=/design/flow/orfs finish
--- /design/flow/config.mk ---
export PLATFORM = sky130hd
export DESIGN_NAME = xbar
export DESIGN_NICKNAME = xbar
export VERILOG_FILES = /design/flow/design.v
export SDC_FILE = /design/flow/constraint.sdc
export NUM_CORES = 4
export LEC_CHECK = 1
export CORE_UTILIZATION = 30
==> flow_summary.rst <==
Run summary
-----------

.. list-table::
   :header-rows: 1

   * - Metric
     - Value
   * - Run status
     - finished, violations left
   * - Failing checks
     - negative setup slack
   * - Biggest area consumer among synthesized cells
     - mux4_2
   * - Number of buffers inserted by hold repair at cts
     - 0
   * - Crit path time final
     - 2410 ps
   * - FILL cells
     - 21100
   * - Non-Filler Cell Area, Final
     - 93200 um^2
   * - Launch instance of the worst min-delay path
     - i_mux_bus[10]
   * - Final max-slew violation count
     - 0
   * - Iter 0 DRT Violations
     - 6751
   * - Die height
     - 491 um
   * - Number of cell rows
     - 179
   * - Fraction of layout instances using a drive strength above 1
     - 0.830
   * - Register clock-pin slew on the reported worst setup and hold paths
     - 70 ps
   * - Yosys synthesis chip area
     - 71800 um^2
   * - Launching element type of the critical path
     - register
   * - Pwr per Cell Area
     - 386 nW/um^2
   * - Data arrival time of the worst path
     - 1930 ps
   * - Placed cell count
     - 7959
   * - Worst setup path category
     - reg2out
   * - Remaining global-route overflow
     - 0
   * - Leakage
     - 30.5 nW
   * - CTS buffer count
     - 43
   * - Placement-stage cell area
     - 91000 um^2
   * - Relative max-transition margin
     - 0.617
   * - Clock Sink Count
     - 256
   * - Global-route wire length before repair
     - 570 mm
   * - Maximum clock rate
     - 415 MHz
   * - I/O pin count
     - 674
   * - Critical Path Start
     - o_dist_bus[152]
   * - Fp util
     - 0.302
   * - Unrepaired setup endpoints after global routing
     - no
   * - Worst vdd ir
     - 0.563 mV
   * - Cell area after synthesis
     - 71800 um^2
   * - CP delay by family, top
     - flip-flops
   * - Routed wirelength normalized by instance count
     - 50.8 um
   * - Initial antenna violation count
     - 127
   * - Cell total in the yosys stat output
     - 4448
   * - Tool warnings
     - 27
   * - Vias
     - 62900
   * - Class of the most critical hold timing path
     - in2reg
   * - Cell with the largest stage delay on the worst path
     - dfxtp_1
   * - Delay of the slowest cell on the worst path
     - 650 ps
   * - Number of flip-flops under the largest register name
     - 256
   * - Transition at the pin with the smallest max-transition slack
     - 576 ps
   * - Signed area change from the synthesized netlist to the final layout
     - 29.7%
   * - Die Footprint
     - 241000 um^2
   * - Post-Layout Cell Count
     - 8299
   * - Maximum buffer depth of the clock tree
     - 3
   * - Detailed placement HPWL
     - 278 mm
   * - TritonCTS clock tree
     - done
   * - Bufs and invs on worst path
     - 1
   * - Final GP Congestion
     - 1.03
   * - Detailed Route WL
     - 422 mm
   * - Fin. Hold Viols
     - 0
   * - Register bit count reported by yosys
     - 256
   * - Crit end category
     - output pin
   * - Area of all sequential standard cells
     - 5140 um^2
   * - Number of H-tree levels
     - 2
   * - IO buf count
     - 672
   * - Core Footprint
     - 238000 um^2
   * - Via count of the first global-routing pass
     - 67000
   * - Detailed-route DRC error count
     - 0
   * - Largest net degree at the start of global routing
     - 48
   * - Worst Slack Setup Final
     - -11.9 ps
   * - Total track usage
     - 0.369
   * - Clk Tree Root Cell
     - clkbuf_16
   * - Maximum Capacitance Violations
     - 0
   * - First-pass iteration count of the detailed router
     - 27
   * - Post-route antenna net violation count
     - 0
   * - Mean instance size in the synthesized netlist
     - 16.1 um^2
   * - Ratio of routed vias to standard cells
     - 7.58
   * - Number of warnings issued by yosys
     - 2
   * - Post-synth area hogs
     - mux4_2, dfxtp_1, clkbuf_1, mux2_2, buf_4
   * - Mapped Cells
     - 4448
   * - Worst-path cell chain
     - clkdlybuf4s50_1
   * - Post-layout period usage of the worst path
     - 1.00
   * - Overall die width
     - 491 um
   * - Required time at the worst-slack endpoint
     - 1920 ps
   * - Number of setup violations in the final report
     - 2
   * - Sequential area share after synthesis
     - 0.0713
   * - Yosys top cell area share
     - 0.803
   * - Distinct cell type count after synthesis
     - 8
   * - Crit path max fanout
     - 1
   * - Comb. cell area
     - 60500 um^2
-- placed cells by master, fill, tap and decap left out --
master,n
clkbuf_8,5
clkbuf_1,3
diode_2,263
dfxtp_1,241
clkdlybuf4s50_1,583
clkinvlp_4,8
bufinv_16,7
dlygate4sd2_1,2
dfxtp_2,15
mux2_2,256
clkinv_2,5
clkinv_4,1
inv_6,5
mux4_2,2560
buf_2,52
buf_4,514
buf_12,568
clkbuf_16,43
clkbuf_2,1
-- routing by layer --
layer,share of wire,vias to the layer above,GRT usage
li1,-,21100,-
met1,0.25,31700,0.321
met2,0.42,7798,0.494
met3,0.22,2055,0.343
met4,0.10,167,0.274
met5,0.010,-,0.197
-- stage by stage --
stage / hold WS [ps] / setup TNS (ps) / utilization / worst slack [ps] / power [W]
6_report: 545 / -20.7 / 0.392 / -11.9 / 0.0359
5_1_grt: 583 / 0 / 0.391 / 10.6 / 0.0367
4_1_cts: 523 / 0 / 0.389 / 9.85 / 0.0353
3_5_place_dp: 959 / -67850 / 0.383 / -372 / 0.0278
3_3_place_gp: 961 / -67840 / 0.383 / -366 / 0.0276
2_1_floorplan: 738 / 0 / - / 117 / 0.0171
-- Yosys cell counts --
library cell and count:
buf_4 192, clkbuf_1 890, buf_1 230, buf_6 32, mux2_2 256, mux4_2 2560, dfxtp_1 256, buf_2 32
-- cells by family (layout without fill, tap and decap cells) --
logic type	count (synthesis)	after routing	share of synthesized area
multiplexers	2816	2816	0.843
buffers and inverters	1376	1797	0.0858
flip-flops	256	256	0.0713
other	0	263	0
-- path summary, 6_finish.rpt --
check,cells after the start,slack (ps),to
max,1,-10,o_dist_bus[152]
min,4,550,o_dist_bus[18]
-- where the power goes --
part / switching (W) / leakage, nW / internal [W] / total (W)
Combinational: 0.0107 / 27.6 / 0.0121 / 0.0227
Clock: 0.00313 / 0.717 / 0.00420 / 0.00733
Sequential: 0.000778 / 2.16 / 0.00508 / 0.00586
Total: 0.0146 / 30.5 / 0.0214 / 0.0359
-- layout make-up --
class	count	area share
Multi-Input combinational cell	2816	0.650
Timing Repair Buffer	1720	0.229
Sequential cell	256	0.0552
Tap cell	3167	0.0425
Clock buffer	51	0.0124
Antenna cell	263	0.00706
Clock inverter	26	0.00373
-- repair_timing --
| action | in CTS | in global routing |
|---|---|---|
| buffers inserted | 0 | 0 |
| gates resized | 18 | 2 |
| setup endpoints to repair | 17 | 1 |
Power and IR drop assume default switching activity.
